## design/flow/config.mk

```make
export PLATFORM = sky130hd
export DESIGN_NAME = top_module
export DESIGN_NICKNAME = top_module
export VERILOG_FILES = /design/flow/design.v
export SDC_FILE = /design/flow/constraint.sdc
export NUM_CORES = 4
export LEC_CHECK = 1
export CORE_AREA = 10 10 101 101
export DIE_AREA = 0 0 111 111
```

## design/flow/constraint.sdc

```tcl
current_design top_module

set clk_period 1.8
set clk_io_pct 0.2

create_clock -name clk0 -period $clk_period [get_ports {clk}]

set non_clock_inputs [all_inputs -no_clocks]
set_input_delay [expr $clk_period * $clk_io_pct] -clock clk0 $non_clock_inputs
set_output_delay [expr $clk_period * $clk_io_pct] -clock clk0 [all_outputs]
```

## design/flow/design.v

```verilog
module Phase1_FSM(
    input wire clk,
    input wire reset,
    input wire code_in,
    output reg phase1_done,
    output reg phase1_fail,
    output reg alarm    
);
    reg [2:0] state, next_state;
    localparam S0=3'd0, S1=3'd1, S2=3'd2, S3=3'd3, DONE=3'd4, FAIL=3'd5;
    always @(posedge clk or posedge reset) begin
        if (reset)
            state <= S0;
        else
            state <= next_state;
    end
    always @(*) begin
        next_state = state;
        phase1_done = 0;
        phase1_fail = 0;
        alarm = 0;    
        case(state)
            S0: next_state = code_in ? S1 : S0;
            S1: next_state = code_in ? S1 : S2;
            S2: next_state = code_in ? S3 : S0;
            S3: next_state = code_in ? DONE : S0;
            DONE: begin
                phase1_done = 1;
                next_state = DONE;
            end
            FAIL: begin
                phase1_fail = 1;
                alarm = 0;   
                next_state = FAIL;
            end
            default: next_state = S0;
        endcase
    end
endmodule
module Phase2_FSM(
    input wire clk,
    input wire reset,
    input wire [3:0] switch_in,
    output reg phase2_done,
    output reg phase2_fail,
    output reg alarm    
);
    reg [1:0] state, next_state;
    localparam IDLE=2'd0, DONE=2'd1, FAIL=2'd2;
    always @(posedge clk or posedge reset) begin
        if (reset)
            state <= IDLE;
        else
            state <= next_state;
    end
    always @(*) begin
        next_state = state;
        phase2_done = 0;
        phase2_fail = 0;
        alarm = 0;    
        case(state)
            IDLE: begin
                if (switch_in == 4'b1101)
                    next_state = DONE;
                else
                    next_state = FAIL;
            end
            DONE: begin
                phase2_done = 1;
                next_state = DONE;
            end
            FAIL: begin
                phase2_fail = 1;
                alarm = 0;   
                next_state = FAIL;
            end
        endcase
    end
endmodule
module Phase3_FSM(
    input wire clk,
    input wire reset,
    input wire [2:0] dir_in,
    output reg phase3_done,
    output reg phase3_fail,
    output reg alarm    
);
    reg [2:0] state, next_state;
    localparam S0=3'd0, S1=3'd1, S2=3'd2, S3=3'd3, S4=3'd4, DONE=3'd5, FAIL=3'd6;
    always @(posedge clk or posedge reset) begin
        if (reset)
            state <= S0;
        else
            state <= next_state;
    end
    always @(*) begin
        next_state = state;
        phase3_done = 0;
        phase3_fail = 0;
        alarm = 0;    
        case(state)
            S0: next_state = (dir_in == 3'b000) ? S1 : FAIL;
            S1: next_state = (dir_in == 3'b011) ? S2 : FAIL;
            S2: next_state = (dir_in == 3'b001) ? S3 : FAIL;
            S3: next_state = (dir_in == 3'b010) ? S4 : FAIL;
            S4: next_state = (dir_in == 3'b000) ? DONE : FAIL;
            DONE: begin
                phase3_done = 1;
                next_state = DONE;
            end
            FAIL: begin
                phase3_fail = 1;
                alarm = 0;   
                next_state = FAIL;
            end
            default: next_state = S0;
        endcase
    end
endmodule
module Phase4_FSM(
    input wire clk,
    input wire reset,
    input wire [7:0] plate_in,
    output reg phase4_done,
    output reg phase4_fail,
    output reg alarm    
);
    reg [2:0] state, next_state;
    localparam S0=3'd0, S1=3'd1, S2=3'd2, DONE=3'd3, FAIL=3'd4;
    always @(posedge clk or posedge reset) begin
        if (reset)
            state <= S0;
        else
            state <= next_state;
    end
    always @(*) begin
        next_state = state;
        phase4_done = 0;
        phase4_fail = 0;
        alarm = 0;    
        case(state)
            S0: next_state = (plate_in == 8'b10101010) ? S1 : FAIL;
            S1: next_state = (plate_in == 8'b11001100) ? S2 : FAIL;
            S2: next_state = (plate_in == 8'b11110000) ? DONE : FAIL;
            DONE: begin
                phase4_done = 1;
                next_state = DONE;
            end
            FAIL: begin
                phase4_fail = 1;
                alarm = 0;   
                next_state = FAIL;
            end
            default: next_state = S0;
        endcase
    end
endmodule
module Phase5_FSM(
    input wire clk,
    input wire reset,
    output reg [1:0] time_lock_out,
    output reg phase5_done,
    output reg phase5_fail,
    output reg alarm    
);
    reg [2:0] state, next_state;
    reg [3:0] timer;
    localparam S0=3'd0, S1=3'd1, S2=3'd2, S3=3'd3, DONE=3'd4, FAIL=3'd5;
    always @(posedge clk or posedge reset) begin
        if (reset) begin
            state <= S0;
            timer <= 0;
        end else begin
            state <= next_state;
            if (state != next_state) timer <= 0;
            else timer <= timer + 1;
        end
    end
    always @(*) begin
        next_state = state;
        time_lock_out = 2'b00;
        phase5_done = 0;
        phase5_fail = 0;
        alarm = 0;    
        case(state)
            S0: next_state = S1;
            S1: begin
                time_lock_out = 2'b01;
                if (timer == 4) next_state = S2;
            end
            S2: begin
                time_lock_out = 2'b10;
                if (timer == 4) next_state = S3;
            end
            S3: begin
                time_lock_out = 2'b11;
                if (timer == 4) next_state = DONE;
            end
            DONE: begin
                phase5_done = 1;
                next_state = DONE;
            end
            FAIL: begin
                phase5_fail = 1;
                alarm = 0;   
                next_state = FAIL;
            end
            default: next_state = FAIL;
        endcase
    end
endmodule
module top_module(
    input wire clk,
    input wire reset,
    input wire code_in,
    input wire [3:0] switch_in,
    input wire [2:0] dir_in,
    input wire [7:0] plate_in,
    output wire [1:0] time_lock_out,
    output reg all_done,
    output wire alarm   
);
    wire phase1_done, phase1_fail;
    wire phase2_done, phase2_fail;
    wire phase3_done, phase3_fail;
    wire phase4_done, phase4_fail;
    wire phase5_done, phase5_fail;
    wire alarm1, alarm2, alarm3, alarm4, alarm5;
    Phase1_FSM p1(clk, reset, code_in, phase1_done, phase1_fail, alarm1);
    Phase2_FSM p2(clk, reset, switch_in, phase2_done, phase2_fail, alarm2);
    Phase3_FSM p3(clk, reset, dir_in, phase3_done, phase3_fail, alarm3);
    Phase4_FSM p4(clk, reset, plate_in, phase4_done, phase4_fail, alarm4);
    Phase5_FSM p5(clk, reset, time_lock_out, phase5_done, phase5_fail, alarm5);
    assign alarm = alarm1 | alarm2 | alarm3 | alarm4 | alarm5;
    reg [2:0] phase_state, next_phase;
    localparam PHASE1=3'd1, PHASE2=3'd2, PHASE3=3'd3, PHASE4=3'd4, PHASE5=3'd5, DONE=3'd6;
    always @(posedge clk or posedge reset) begin
        if (reset)
            phase_state <= PHASE1;
        else
            phase_state <= next_phase;
    end
    always @(*) begin
        next_phase = phase_state;
        all_done = 0;
        case(phase_state)
            PHASE1: next_phase = (phase1_done) ? PHASE2 : (phase1_fail ? PHASE1 : PHASE1);
            PHASE2: next_phase = (phase2_done) ? PHASE3 : (phase2_fail ? PHASE2 : PHASE2);
            PHASE3: next_phase = (phase3_done) ? PHASE4 : (phase3_fail ? PHASE2 : PHASE3);
            PHASE4: next_phase = (phase4_done) ? PHASE5 : (phase4_fail ? PHASE2 : PHASE4);
            PHASE5: next_phase = (phase5_done) ? DONE : (phase5_fail ? PHASE2 : PHASE5);
            DONE: all_done = 1;
            default: next_phase = PHASE1;
        endcase
    end
endmodule
```

## design/flow/run.sh

```bash
#!/bin/bash
# OpenROAD 26Q1-2900-gdf79404cd8, Yosys 0.63+post, stock flow scripts
make -C /OpenROAD-flow-scripts/flow DESIGN_CONFIG=/design/flow/config.mk WORK_HOME=/design/flow/orfs finish
```

==> flow_summary.yaml <==
# yosys + openroad results
die:
  die_w_um: 111
  fp_util_pct: 15.83
  num_rows: 33
  die-area_sq_um: 12320
  die_y_um: 111
  io_pins: 22
  core_area_sq_um: 8134
route:
  drt_wl_total_um: 2387
  via_count: 888
  antennaDiodeCount: 0
  via_per_inst: 3.610
  avgRoutedWirePerCell_um: 9.703
  final_antenna_net_count: 0
  drc: 0
  dr.pass1.iters: 4
  drtIter0Drc: 39
critical_path:
  reg2reg_depth: 5
  startpoint: "p5.state[2]"
  cp-end-kind: "primary output"
  worstPathRequired_ns: 1.44
  crit_type: "flop to primary output"
  r2r_slack_ns: 0.43
  cp_max_fo: 9
  cp-start-kind: "flop"
  r2r-start: "p5.timer[0]"
  crit_arrival_ns: 1.32
  reg2reg_to: "p5.timer[1]"
  cp-endpoint: "time_lock_out[1]"
place:
  place_inst: 238
  gp_congestion: 0.7731
  post-dp-hpwl_um: 1794
  port_buffers: 20
synth:
  synth-cells-yosys: 112
  synth-edff-count: 0
  mappedNetlistArea_sq_um: 1287
  synthArstFlopShare_pct: 100.0
  ys_ff: 30
  yosys_warnings: 6
  yosys-stat-area_sq_um: 1287
  syn-instance-count: 112
  yosysUniqueCellTypes: 36
  postSynthAreaPerCell_sq_um: 11.50
  ys_seq_share_pct: 58.60
  dominantRegCellSynth: "dfrtp_1"
pwr:
  total_power_w: 0.001330
  p_leak_nw: 0.7405
  p_per_area_nw_per_um2: 774.1
  ir_drop_mv: 0.1957
sta:
  fin_skew_ns: 0.001611
  min_period_over_period_pct: 93.30
  period_minus_slack_ns: 1.679
  fmax_mhz: 595.5
  setup_tns_ns: 0
  setup_viol: 0
  whs_ns: 0.4227
  maxSlewViolCount: 0
  rsz0062_at_grt: "no"
  hold_viol_final: 0
grt:
  grt_pass1_vias: 880
  grt_max_degree: 31
  antenna_found_initial: 0
  grt_overflow: 0
  grt_util_all_layers_pct: 3.803
  grt_pass1_wl_um: 4084
clocking:
  cts_sinks: 30
  h-tree-depth: 2
  cts_resized: 0
  cts_hold_buffers: 0
  clk_pin_slew_ns: 0.06
  cts_max_path_buffers: 2
  cts_buffers: 5
  post-cts-setup-buffers: 0
  cts_tree: "done"
  cts.root.buffer_cell: "clkbuf_8"
  insertion_delay_ns: 0.27
cells_and_area:
  syn2layout_area_growth_pct: 33.43
  final_cells: 246
  final-seq-area_sq_um: 758.2
  layout-drive-gt1-share_pct: 10.64
  comb_area_sq_um: 503.0
  lay_top_count: "dfrtp_1"
  lay_top_cells: "dfrtp_1, clkdlybuf4s50_1, nor2_1"
  fillers: 864
run_status:
  status: "complete, no violations"
run:
  maxCapViolations: 0
  warning_count: 26
hold_path:
  hp-class: "flop to flop"
[how the worst min path moves through the flow]
stage                  startpoint  slack [ns]  cells after the start        endpoint
after global routing  p1.state[1]        0.44                      1  phase_state[0]
final                 p1.state[1]        0.42                      1  phase_state[0]
after CTS             p1.state[1]        0.42                      1  phase_state[0]
[where the power goes]
| group | switching, W | internal (W) | leakage, nW |
|---|---|---|---|
| clock network | 0.000236 | 0.000308 | 0.0482 |
| registers | 0.0000105 | 0.000691 | 0.382 |
| logic | 0.0000335 | 0.0000516 | 0.310 |
| total | 0.000280 | 0.00105 | 0.741 |
[cell usage after synthesis (all sizes together) (2+ instances only)]
cell      n  area share, %
dfrtp    27             52
nor2      8            2.3
nand2     5            1.5
a22o      3            2.0
nor2b     7            3.4
inv       7            2.0
nand2b    3            1.5
xor2      2            1.4
nand3     2           0.78
nand4bb   4            3.5
and2      2           0.97
o21ai     7            2.7
nor4bb    2            1.6
ha        2            1.9
a21o      3            1.7
nor3      6            2.3
dfstp     3            6.1
[flip-flops by register name, indices dropped and copies added, names as in the netlist]
signal       flops
p3.state         6
phase_state      6
p1.state         5
p4.state         4
p5.timer         4
p5.state         3
p2.state         2
[logic make-up (layout without fill, tap and decap cells)]
family / Yosys count / after routing / share of synthesized area [%]
simple gates: 46 / 46 / 22.06
flops: 30 / 30 / 58.60
compound gates: 21 / 21 / 11.66
buf+inv: 8 / 36 / 2.624
xor+xnor: 3 / 3 / 2.041
fa+ha+maj: 2 / 2 / 1.943
other cells: 1 / 2 / 0.2913
mux: 1 / 1 / 0.7775
[stage by stage]
step	instance area, sq um	setup slack [ns]	util (%)
floorplan	1291	0.5498	-
global placement	1623	0.1755	19.95
detailed placement	1623	0.1268	19.95
CTS	1714	0.02323	21.07
global route	1718	0.02762	21.12
finish	1718	0.1207	21.12
[critical path, cell delays in order, from the launching register on]
cell             delay, ns
dfrtp_2               0.45
nor2b_1               0.12
clkdlybuf4s50_1       0.48
[per-layer routing]
metal / global-route usage [%] / share of wire (%) / vias up
met5: 0 / 0 / -
met3: 1.204 / 4.7 / 4
met4: 0.9549 / 1.8 / 0
li1: - / - / 448
met2: 5.189 / 41 / 20
met1: 5.627 / 52 / 416
[layout make-up]
cell class | count | share of cell area (%)
clock buffer | 7 | 5.025
inverter | 7 | 1.529
sequential | 30 | 44.14
timing repair buffer | 21 | 12.09
multi-input combinational | 75 | 29.28
clock inverter | 1 | 0.2913
tap | 105 | 7.647
Power figures rest on the tool's default switching activity, not on a simulated workload.
